$ cat flow/run.sh
#!/bin/bash
# OpenROAD 26Q1-2900-gdf79404cd8, Yosys 0.63+post, stock flow scripts
make -C /OpenROAD-flow-scripts/flow DESIGN_CONFIG=/design/flow/config.mk WORK_HOME=/design/flow/orfs finish
$ cat flow/config.mk
export PLATFORM = sky130hd
export DESIGN_NAME = Lab3_BCD_to_Excess3_structure
export DESIGN_NICKNAME = Lab3_BCD_to_Excess3_structure
export VERILOG_FILES = /design/flow/design.v
export SDC_FILE = /design/flow/constraint.sdc
export NUM_CORES = 4
export LEC_CHECK = 1
export CORE_AREA = 10 10 70 70
export DIE_AREA = 0 0 80 80
$ cat flow/constraint.sdc
current_design Lab3_BCD_to_Excess3_structure

set clk_period 1.4
set clk_io_pct 0.2

create_clock -name clk0 -period $clk_period [get_ports {clock}]

set non_clock_inputs [all_inputs -no_clocks]
set_input_delay [expr $clk_period * $clk_io_pct] -clock clk0 $non_clock_inputs
set_output_delay [expr $clk_period * $clk_io_pct] -clock clk0 [all_outputs]
$ cat flow/design.v
module D_ff_AR(output reg Q, input D, clock, reset);
  always@(posedge clock or negedge reset) 
    begin
        if(!reset) begin
            Q <= 0;
        end
        else begin
            Q <= D;
        end
    end
endmodule
module Lab3_BCD_to_Excess3_structure(output z, input x, clock, reset);
    wire A, B, C, NA, NB, NC;
    assign  NA = (B & (~A)) | (A & (~B) & (~C)) | ((~A) & C & x);
    assign  NB = ((~B) & (~C) & x) | ((~A) & (~B) & C & (~x));
    assign  NC = (B & C) | ((~A) & C & (~x)) | ((~B) & (~C) & (~x));
    assign  z  = (A & (~C) & (~x)) | ((~A) & (~B) & (~x)) | (A & C & x) | (B & x);
        D_ff_AR m1(A, NA, clock, reset);
        D_ff_AR m2(B, NB, clock, reset);
        D_ff_AR m3(C, NC, clock, reset);
    endmodule
==> notes.md <==
After clock tree synthesis, the clock-pin slew on the worst setup and hold paths is 40 ps. After detailed routing, the total wire length is 420 um. The mean routed wirelength per cell was 5.92 um. The logs give 158 um^2 for the summed standard-cell area reported by yosys and 0 for the final tally of max-slew violations. After layout, the worst path uses 102% of the clock period. The yosys cell count was 14. The timing report attributes the biggest portion of critical-path delay to multiplexers.

With the transition time of the tightest slew-check pin at 187 ps, the filler-free cell count of the finished design is 71. The post-route netlist has 44.0% of its cells at a drive strength greater than 1. Total power normalized to cell area comes to 1990 nW/um^2. The checks that failed: setup timing.

Per the OpenROAD floorplan log, the width of the die is 80 um. The highest fanout seen on the critical path was 2; the DRC marker count from the first detailed-route iteration was 0. The number of buffers and inverters on the critical path was 1. TritonCTS built the clock tree.

Global routing used 1.67% of the available tracks. Setup slack on the worst reg-to-reg path comes out at 330 ps. The tally of OpenROAD warnings came out at 27. The CTS log lists the clock sinks for this run as 3.

With fillers left out, the area of the finished cells amounts to 300 um^2. The tally of yosys warning messages came out at 1. The clock reaches the later pin of the worst-skew pair after 240 ps. Before CTS, the worst setup slack after placement is -335 ps. Total power for the finished layout comes to 599 uW. Buffers placed on the I/O ports in this run total 3. The core region is 3420 um^2.

Data on the critical path arrives at its endpoint at 1150 ps. For this run, global-route usage on met1 was measured as 1.66%. The run gives 2.50% as the met3 routing resource usage after global routing.

The detail route stage leaves a number of antenna-violating nets equal to 0. Across the routed clock network, the largest skew measured is 2.14 ps. The final setup TNS came out at -26.8 ps. With the overflow left after global routing at 0, the row count is 21. The level count of the clock H-tree is 1, and the path length in cells of the critical path is 3. The number of buffers on the longest clock path is 2.

The final timing report derives a shortest allowable period of 1430 ps. The placement stage leaves a total instance area of 275 um^2. With the post-synthesis to final-layout area growth at 90.5%, the sequential-to-total area share from yosys stat is 47.6%. The run gives -26.8 ps for the worst setup slack after layout. The detailed placer reported the number of placed instances as 67.

The tools report the iteration tally of the first detailed-router pass as 1. Number of library cell types mapped by synthesis: 10. The critical path is of the flip-flop to output port type. The highest-count logic cell in the final layout is buf_4. The highest-utilization routing layer at the global route stage was met3. The cell count of the worst reg-to-reg path works out to 3. The script parses the final routing iteration and logs DRC violations as 0. With the worst supply voltage drop on vdd at 0.440 mV, the peak per-stage delay on the critical path is 340 ps. The category of the worst setup path capture point was an output port. The die is 80 um tall. With the cell count after synthesis at 14, the worst-case headroom to the max-slew limit is 87.4%. Summed over all cells, the static leakage comes to 0.000117 uW.

For the mapped cell area, the log shows 158 um^2. The hold violation total from the final report came out at 0. Setup repair after global routing could not meet its margin everywhere. The overall die area is 6400 um^2. CTS placed an instance of clkbuf_4 at the clock tree root.

The number of maximum-capacitance violations recorded for the run is 0. The placement summary gives the final routability congestion estimate as 0.680. The slowest stage of the critical path belongs to the cell dfrtp_1. The tools report the final count of negative-setup-slack endpoints as 1.

The run finished, with violations left. Via count of the first global-routing pass: 169. Kind of launch point of the worst setup path: a flip-flop.

The run gives 0 for the initial antenna violation count. The routed via count divided by cell count was 2.14. Entering global routing, the biggest net connects 8 pins.

The run gives 772 um as the first-pass GRT wire length. The floorplan report gives the top-level pin count as 4. For this run, global-route usage on met2 was measured as 1.77%.

For reference, the post-synthesis area per instance comes to 11.3 um^2. The detailed router placed 152 vias in this run. Once the floorplan was initialized, standard cells occupied 4.62% of the core. Per the cell usage report, the commonest logic cells after layout are buf_4, clkbuf_4, dfrtp_1. The number of clock buffers added by TritonCTS is 3. Listed in order, past its start point the critical path passes mux2_2 -> mux2i_1 -> buf_2.

The worst hold path belongs to the class input port to asynchronous set/reset pin. The number of diodes was 0; the critical path data required time was 1120 ps. The synthesis stat section lists a flop and latch total of 3. The maximum clock rate was 701 MHz.
## through the flow
stage | hold WS (ps) | utilization [%]
final | 226 | 8.79
after global routing | 222 | 8.79
after CTS | 223 | 8.79
after detailed placement | 474 | 8.06
after global placement | 470 | 8.06
after floorplan | -15.6 | -
## cells by family (layout without fill, tap and decap cells)
| logic type | after synthesis | in the layout | synth area share (%) |
|---|---|---|---|
| AOI/OAI and AO/OA | 6 | 6 | 25.4 |
| muxes | 2 | 2 | 13.5 |
| DFF | 3 | 3 | 47.6 |
| and+or+nand+nor | 3 | 3 | 13.5 |
| buffers and inverters | 0 | 11 | 0 |
## routing by layer
layer  vias up  share of wire (%)
met5         -                  0
met4         0                1.7
met3         2                 21
met2         6                 30
met1        67                 46
li1         77                  -
## synthesized netlist by cell type (all sizes together)
library cell  instances  area share, %
or3b                  1            5.6
dfrtp                 3             48
a21o                  1            4.8
mux2i                 1            6.3
mux2                  1            7.1
a21oi                 3             12
o22ai                 1            4.0
a211oi                1            4.8
nand2b                2            7.9
## power by group
| part | total [uW] | switching, uW | internal [uW] |
|---|---|---|---|
| sequential | 152 | 21.3 | 131 |
| clock | 153 | 46.4 | 107 |
| combinational | 293 | 130 | 164 |
## worst paths after layout
path                                  end            from
max                                     z  m1.Q$_DFF_PN0_
min                        m1.Q$_DFF_PN0_           reset
max reg2reg                m2.Q$_DFF_PN0_  m1.Q$_DFF_PN0_
min reg2reg                m2.Q$_DFF_PN0_  m2.Q$_DFF_PN0_
max in group asynchronous  m2.Q$_DFF_PN0_           reset
min in group clk0          m2.Q$_DFF_PN0_  m2.Q$_DFF_PN0_
## final cells by class
type	instances	area [um^2]
timing repair buffer	7	55.1
tap	46	57.6
clock buffer	4	26.3
fill	409	3120
multi-input combinational	11	86.3
sequential	3	75.1
## what timing repair did
item / in CTS / in global routing
endpoints found under the setup margin: 1 / 1
setup buffers: 1 / 0
hold buffers: 0 / 0
cloned: 0 / 0
resized: 4 / 0
## registers in the layout (all words and copies together), names as in the netlist
| register | flops |
|---|---|
| m2.Q | 1 |
| m3.Q | 1 |
| m1.Q | 1 |
Power is estimated from default activity; no workload was simulated.
